===== flow/config.mk =====
export PLATFORM = sky130hd
export DESIGN_NAME = fifo
export DESIGN_NICKNAME = fifo
export VERILOG_FILES = /design/flow/design.v
export SDC_FILE = /design/flow/constraint.sdc
export NUM_CORES = 4
export LEC_CHECK = 1
export CORE_UTILIZATION = 50
export SYNTH_HDL_FRONTEND = slang

===== flow/run.sh =====
#!/bin/bash
# OpenROAD 26Q1-2900-gdf79404cd8, Yosys 0.63+post, stock flow scripts
make -C /OpenROAD-flow-scripts/flow DESIGN_CONFIG=/design/flow/config.mk WORK_HOME=/design/flow/orfs finish

===== flow/design.v =====
module fifo(
input 		 wr_clk,    
input 		 rd_clk,    
input 		 reset_n,   
input   	 wr, 	    
input		 rd, 	    
input 	   [7:0] data_in,   
output reg [7:0] data_out,  
output logic 	 empty,     
output logic 	 full 	    
);    
reg [7:0] mem [7:0]; 	 
logic [2:0] rd_ptr = 0;  
logic [2:0] wr_ptr = 0;  
logic empty_val = 0; 	 
logic empty_sync = 0; 	 
always_ff @ (posedge rd_clk, negedge reset_n) begin  
	if(!reset_n) 				 
	rd_ptr <= 0;
	else begin
	    if(rd == 1) begin 			 
		data_out <= 0;  
		if(rd_ptr == 7) begin 		 
		    rd_ptr <= 0; 		 
		    data_out <= mem[rd_ptr]; 	 
		    empty_val <= !empty_val; 	 
		end
		else begin 			 
		    rd_ptr <= rd_ptr + 1; 	 
		    data_out <= mem[rd_ptr]; 	 
		end
	    end
	else rd_ptr <= rd_ptr; 			 
    	end	
	end
always_ff @ (posedge wr_clk, negedge reset_n) begin  
	if(!reset_n) 				 
	    wr_ptr <= 0;
	else begin
	    if(wr == 1) begin 			 
		if(wr_ptr == 7)begin 		 
		    wr_ptr <= 0; 		 
		    mem[wr_ptr] <= data_in; 	 
		    empty_sync <= !empty_sync; 	 
		end
		else begin 			 
		    wr_ptr <= wr_ptr + 1; 	 
		    mem[wr_ptr] <= data_in; 	 
		end
	    end
	    else wr_ptr <= wr_ptr;		 
    	end
	end
always_comb begin  
    	empty = (empty_val == empty_sync) && (rd_ptr == wr_ptr); 	 
	full = (empty_val != empty_sync) && (rd_ptr == wr_ptr);  	 
end    
endmodule

===== flow/constraint.sdc =====
current_design fifo

set clk_period 3.0
set clk_io_pct 0.2

create_clock -name clk0 -period $clk_period [get_ports {rd_clk}]
create_clock -name clk1 -period $clk_period [get_ports {wr_clk}]

set non_clock_inputs [all_inputs -no_clocks]
set_input_delay [expr $clk_period * $clk_io_pct] -clock clk0 $non_clock_inputs
set_output_delay [expr $clk_period * $clk_io_pct] -clock clk0 [all_outputs]

==> impl_metrics.json <==
{
  "slowest_stage": "clkdlybuf4s50_1",
  "ys.flops": 80,
  "die_height_um": 82.1,
  "top_area_cell": "edfxtp_1",
  "postCtsSetupBuffers": 0,
  "grt_pass1_wl_mm": 8.18,
  "setup.worst_path.class": "flip-flop to output port",
  "r2r_slack_ns": 1.14,
  "tightest_slew_ns": 0.484,
  "path_max_fanout": 7,
  "core_area_mm2": 0.00606,
  "lay_top_cells": "edfxtp_1, clkdlybuf4s50_1, clkbuf_8, buf_4",
  "cts_hold_buf": 0,
  "top_cell_area_share": 0.692,
  "synth_seq_share": 0.739,
  "nFillCells": 427,
  "powerDensity_mw_per_mm2": 801,
  "hold_viol_final": 0,
  "dp_hpwl_mm": 3.53,
  "final_cells": 273,
  "combPwrFrac": 0.218,
  "clk_pin_slew_ns": 0.07,
  "tns_ns": 0,
  "r2r-end": "data_out[6]",
  "synth_cells": 151,
  "grt_pass1_vias": 1599,
  "cts_resized": 0,
  "overflow": 0,
  "chipArea_mm2": 0.00674,
  "warnings": 26,
  "grtUsageTotal": 0.197,
  "ys_area_mm2": 0.00321,
  "reg2reg_depth": 3,
  "clock_power_share": 0.323,
  "post_drt_wl_per_cell_um": 19.7,
  "portBuffers": 21,
  "vias_per_cell": 5.44,
  "slew_headroom": 0.677,
  "whs_ns": 0.554,
  "hold_path_class": "input port to asynchronous set/reset pin",
  "vdd_drop_max_mv": 0.406,
  "layout-drive-gt1-share": 0.258,
  "io_pins": 23,
  "ff_latch_area_mm2": 0.00237,
  "fin_skew_ns": 0.00583,
  "r2r-start": "rd_ptr[0]",
  "clock-sinks": 80,
  "seq_power_share": 0.459,
  "intPower_mw": 2.32,
  "area_growth_pct": 19.3,
  "firstDrtPassIters": 4,
  "mi_logic_area_um2": 772,
  "required_ns": 2.40,
  "drt-total-wl_mm": 5.39,
  "gp_congestion": 0.791,
  "start_kind": "flip-flop",
  "worstSetupEndpointType": "output port",
  "drtAntennaViolNets": 0,
  "antenna_found_initial": 0,
  "drtIter0Drc": 83,
  "fp_util": 0.530,
  "post-route-drc-count": 0,
  "topCellsByArea": "edfxtp_1, mux4_1, mux4_2, dfrtp_1, mux2_4",
  "vias": 1484,
  "p_leak_nw": 1.36,
  "outcome": "complete, no violations",
  "synth.distinct_cells": 26,
  "switching_power_uw": 753,
  "antennaDiodeCount": 0,
  "final-max-slew-violation-count": 0,
  "ys_warn_count": 0,
  "drv_cap": 0,
  "crit_chain": "xor2_1 -> nor4_1 -> clkdlybuf4s50_1",
  "cpPeakStageDelay_ns": 0.52,
  "dieWidth_um": 82.1,
  "grt_max_degree": 19,
  "avgSynthCellArea_um2": 21.3,
  "crit_arrival_ns": 1.78,
  "cts_tree": "yes",
  "setup_viol": 0,
  "switching_share": 0.246,
  "ys_cells": 151,
  "netlist_area_mm2": 0.00321,
  "rows": 28,
  "placedCellCount": 254,
  "final_common_cell": "edfxtp_1",
  "rsz0062_at_grt": "false"
}
[worst max-delay path by stage]
| stage | startpoint | to | slack, ns | cells past startpoint |
|---|---|---|---|---|
| after CTS | wr_ptr[1] | full | 0.60 | 3 |
| after global routing | wr_ptr[2] | empty | 0.52 | 3 |
| final | wr_ptr[1] | empty | 0.62 | 3 |
[through the flow]
| step | area, um2 | setup WS (ns) | util | power, mW |
|---|---|---|---|---|
| 2_1_floorplan | 3210 | 0.923 | - | 1.90 |
| 3_3_place_gp | 3560 | 0.660 | 0.588 | 2.10 |
| 3_5_place_dp | 3560 | 0.643 | 0.588 | 2.11 |
| 4_1_cts | 3830 | 0.596 | 0.632 | 3.10 |
| 5_1_grt | 3830 | 0.525 | 0.632 | 3.21 |
| 6_report | 3830 | 0.617 | 0.632 | 3.07 |
[power groups by stage]
| stage | Clock, mW | Sequential (mW) | Combinational [mW] |
|---|---|---|---|
| final | 0.991 | 1.41 | 0.668 |
| after global routing | 1.05 | 1.42 | 0.736 |
| after CTS | 1.01 | 1.41 | 0.682 |
[sequential cells by signal, summed over array words and instances (netlist names)]
signal	flops
rd_ptr	3
empty_sync	1
wr_ptr	3
mem	64
empty_val	1
data_out	8
[cells by family after synthesis]
kind of cell    after synthesis  synth area share
xor+xnor                      4            0.0109
buf+inv                      10            0.0203
fa+ha+maj                     4            0.0156
compound gates                2           0.00390
simple gates                 23            0.0378
flops                        80             0.739
mux                          28             0.172
[worst max-delay path: cells and delay by family, from the launching register on]
kind          cells  cell delay (ns)
xor+xnor          1             0.19
buf+inv           1             0.52
flops             1             0.46
simple gates      1             0.29
[metal layers]
metal | routed length (um) | global-route usage
met3 | 435 | 0.100
met1 | 2230 | 0.297
met5 | 0 | 0
met4 | 171 | 0.0456
met2 | 2550 | 0.289
[area by class of cell]
class / count / share of cell area
Clock inverter: 6 / 0.0232
Sequential cell: 80 / 0.620
Timing Repair Buffer: 34 / 0.0804
Clock buffer: 13 / 0.0467
Multi-Input combinational cell: 61 / 0.202
Tap cell: 75 / 0.0245
Inverter: 4 / 0.00392
[cells in the mapped netlist]
cell type	count
and2_1	1
and3_1	2
buf_12	1
buf_2	3
buf_6	1
clkbuf_1	1
dfrtp_1	6
edfxtp_1	74
ha_1	4
inv_1	4
mux2_2	2
mux2_4	8
mux2i_1	2
mux4_1	8
mux4_2	8
nand2_1	4
nand2b_1	3
nand3_1	1
nand3b_1	1
nor2_1	6
nor3_1	2
nor4_1	1
nor4b_1	1
o22ai_1	2
or3b_2	1
xor2_1	4
Power is estimated from default activity; no workload was simulated.
